==> design/flow/design.v <==
`timescale 1ns / 1ps
module pmi_addsub #(
	parameter pmi_data_width    = 32,
	parameter pmi_result_width  = 32,
	parameter pmi_sign   = "off",  
	parameter pmi_family = 0,
	parameter module_type= "pmi_addsub"
	)(
	input wire [pmi_data_width - 1 : 0] DataA,
	input wire [pmi_data_width - 1 : 0] DataB,
	input wire Cin,
	input wire Add_Sub,
	output wire [pmi_result_width - 1 : 0]Result,
	output wire Cout,
	output wire Overflow
);
wire [pmi_data_width : 0] tmp_addResult = DataA + DataB + Cin;
wire [pmi_data_width : 0] tmp_subResult = DataA - DataB - !Cin;   
assign Result = (Add_Sub == 1) ? tmp_addResult[pmi_result_width - 1 : 0] : tmp_subResult[pmi_result_width - 1 : 0];
assign Cout = (Add_Sub == 1) ? tmp_addResult[pmi_data_width] : !tmp_subResult[pmi_data_width];
assign Overflow = Cout;
endmodule
==> design/flow/run.sh <==
#!/bin/bash
# OpenROAD 26Q1-2900-gdf79404cd8, Yosys 0.63+post, stock flow scripts
make -C /OpenROAD-flow-scripts/flow DESIGN_CONFIG=/design/flow/config.mk WORK_HOME=/design/flow/orfs finish
==> design/flow/config.mk <==
export PLATFORM = sky130hd
export DESIGN_NAME = pmi_addsub
export DESIGN_NICKNAME = pmi_addsub
export VERILOG_FILES = /design/flow/design.v
export SDC_FILE = /design/flow/constraint.sdc
export NUM_CORES = 4
export LEC_CHECK = 1
export CORE_UTILIZATION = 40
==> design/flow/constraint.sdc <==
current_design pmi_addsub

set clk_period 19.9
set clk_io_pct 0.2

create_clock -name clk0 -period $clk_period

set non_clock_inputs [all_inputs -no_clocks]
set_input_delay [expr $clk_period * $clk_io_pct] -clock clk0 $non_clock_inputs
set_output_delay [expr $clk_period * $clk_io_pct] -clock clk0 [all_outputs]
==> impl_metrics.toml <==
# implementation run metrics
[pwr]
irDropWorstVdd_v = 0.0000168
power.density_mw_per_mm2 = 38.8
p_leak_nw = 2.58

[worst_hold_path]
hold_class = "input port to output port"

[global_route]
grt_max_degree = 57
grt_pass1_vias = 4019
grt_pass1_wl_mm = 18.3
grt_overflow_total = 0
antenna_found_initial = 0
grtUsageTotal = 0.193

[final_timing]
slew_violations = 0
slew_headroom = 0.444
rsz0062_at_grt = "no"
period_minus_slack_ps = 11810
setup_ws_ps = 8090
setup_viol = 0
worstMarginPinSlew_ps = 826
hold_viol = 0
fmax_mhz = 84.7
hold_slack_ps = 8980
fin_setup_tns_ps = 0
finalCritPeriodShare = 0.594

[route]
n_antenna_cell = 0
wl_per_cell_um = 13.0
vias = 4471
ant_nets = 0
via_per_inst = 5.25
drtIter0Drc = 136
drc = 0
routed_wl_mm = 11.1
dr.pass1.iters = 4

[job]
warning_count = 64
cap_violations = 0

[worst_setup_path]
start_kind = "input port"
cp_max_fo = 5
worstPathArrival_ps = 7830
required_ps = 15920
path_class = "input port to output port"
end_kind = "output port"

[cells_and_area]
area_delta_synth_final_pct = 25.3
clkbuf_count = 0
nFillCells = 1041
drive_gt1_frac = 0.0534
register_area_sq_um = 0
flop-count = 0

[placement]
gp_congestion = 0.944
portBuffers = 100
place_hpwl_mm = 9.37
pre_cts_slack_ps = 8060

[floorplanning]
fp.dieH_um = 108
rows = 38
chipArea_sq_mm = 0.0116
die_w_um = 108
core-area_sq_mm = 0.0109
ios = 100
fp-utilization = 0.411

[clock_tree]
postCtsHoldBufs = 0
post_cts_buffers = 0
cts_resized = 0

[logic_synthesis]
postSynthSeqShare = 0
synth_area_per_cell_sq_um = 7.20
syn_inst = 621
yosys_area_sq_mm = 0.00447
synth.cell_area_sq_mm = 0.00447
ys_cells = 621
synth_cell_types = 80
ys_warn_count = 0

[status]
status = "complete, no violations"
-- routing by layer --
layer  global-route usage  wire [um]  up-vias
li1                     -          -     2366
met1                0.288       5640     1991
met2                0.318       4900      107
met3              0.00556        447        7
met4               0.0176         76        0
met5                    0          0        -
-- cell usage in the layout (no fill, tap or decap), types with 6 or more instances in the layout --
cell type        count
xor2_1              10
nor2b_1             14
clkdlybuf4s50_1     99
or3_1                7
a21oi_1             56
nand2_1             35
xnor2_1             38
a31oi_1              7
a21o_1              25
ha_1                93
nand4_1              6
o21ai_0             30
nor2_1              38
inv_1              105
mux2i_1              8
nand3_1              6
nor3_1              12
o21bai_1            10
o211ai_1             6
-- per-stage QoR --
stage / utilization / power, mW / cells / cell area, sq um
global route: 0.515 / 0.242 / 851 / 5600
floorplan: - / 0.140 / 621 / 4470
CTS: 0.515 / 0.218 / 851 / 5600
detailed placement: 0.515 / 0.216 / 851 / 5600
global placement: 0.515 / 0.216 / 851 / 5600
finish: 0.515 / 0.217 / 851 / 5600
-- final cells by class --
type	instances	area (sq um)	share of cell area
multi-input cells	502	4020	0.717
repair buffers	101	1000	0.179
well taps	140	175	0.0313
inverters	108	405	0.0723
-- cells by family after synthesis --
logic type               share of synthesized area
XOR/XNOR                                    0.0940
buffers and inverters                        0.101
multiplexers                                0.0204
adder cells (fa/ha/maj)                      0.278
AND/OR/NAND/NOR                              0.174
AND-OR/OR-AND                                0.332
-- Yosys cell counts (all sizes together) (2+ instances only) --
| cell type | count | area [sq um] |
|---|---|---|
| a22oi | 2 | 15.0 |
| nor2 | 38 | 143 |
| inv | 106 | 398 |
| or2 | 3 | 18.8 |
| a2111oi | 6 | 90.1 |
| a211o | 3 | 27.5 |
| nand3 | 9 | 60.1 |
| a31oi | 9 | 77.6 |
| a221oi | 3 | 45.0 |
| nand3b | 3 | 22.5 |
| or3 | 7 | 43.8 |
| nor4 | 3 | 18.8 |
| a211oi | 4 | 40.0 |
| mux2i | 8 | 80.1 |
| nand2b | 4 | 25.0 |
| xor2 | 10 | 87.6 |
| o31ai | 5 | 65.1 |
| and3 | 2 | 12.5 |
| a21o | 25 | 188 |
| o211ai | 6 | 45.0 |
| buf | 2 | 11.3 |
| xnor2 | 38 | 333 |
| nor2b | 14 | 87.6 |
| o21bai | 11 | 86.3 |
| a221o | 2 | 20.0 |
| clkbuf | 9 | 35.0 |
| and2 | 3 | 18.8 |
| nor3 | 13 | 70.1 |
| o221ai | 2 | 17.5 |
| nor3b | 3 | 22.5 |
| nand4 | 7 | 50.1 |
| o2111ai | 3 | 32.5 |
| a21oi | 60 | 323 |
| a21boi | 3 | 26.3 |
| o211a | 2 | 20.0 |
| o21a | 4 | 30.0 |
| o21ai | 35 | 194 |
| nand2 | 36 | 138 |
| fa | 4 | 80.1 |
| o31a | 3 | 26.3 |
| ha | 93 | 1160 |
| o2111a | 2 | 22.5 |
| nand4b | 2 | 17.5 |
| clkinv | 2 | 7.51 |
-- power by group --
part | switching [mW] | internal [mW]
clock network | 0 | 0
logic | 0.106 | 0.111
registers | 0 | 0
-- path summary, 6_finish.rpt --
check	to	cells past startpoint	start	slack, ps
min	Result[0]	5	Add_Sub	8980
max	Result[21]	15	DataA[0]	8090
-- worst max-delay path, stage by stage --
cell and delay, ps:
clkdlybuf4s50_1 510, inv_1 70, fa_1 590, inv_1 60, ha_1 170, o21ai_1 190
a31oi_2 150, o2111ai_2 220, a21boi_2 110, a31oi_4 260, o21bai_2 120, a221o_1 430
a21o_1 220, a221oi_2 250, clkdlybuf4s50_1 500
Power and IR drop assume default switching activity.
